==> design.v <==
module counter1
#(
    parameter BIT_WIDTH=2
)
(
    input clk,
    input rstn,
    input inc,
    input logic [BIT_WIDTH-1:0] max_count,
    output overflow,
    output logic [BIT_WIDTH-1:0] out
);
always_ff @(posedge clk or negedge rstn) begin
    if(!rstn)
        out <= 0;
    else begin
        if ((inc&&overflow) ) out<=0;
	    else if (inc) out<=out+1;
	    else out <= out;
    end
end
assign overflow=(max_count==out);
endmodule
==> run.sh <==
#!/bin/bash
# OpenROAD 26Q1-2900-gdf79404cd8, Yosys 0.63+post, stock flow scripts
make -C /OpenROAD-flow-scripts/flow DESIGN_CONFIG=/design/flow/config.mk WORK_HOME=/design/flow/orfs finish
==> config.mk <==
export PLATFORM = sky130hd
export DESIGN_NAME = counter1
export DESIGN_NICKNAME = counter1
export VERILOG_FILES = /design/flow/design.v
export SDC_FILE = /design/flow/constraint.sdc
export NUM_CORES = 4
export LEC_CHECK = 1
export CORE_AREA = 10 10 70 70
export DIE_AREA = 0 0 80 80
==> constraint.sdc <==
current_design counter1

set clk_period 1.1
set clk_io_pct 0.2

create_clock -name clk0 -period $clk_period [get_ports {clk}]

set non_clock_inputs [all_inputs -no_clocks]
set_input_delay [expr $clk_period * $clk_io_pct] -clock clk0 $non_clock_inputs
set_output_delay [expr $clk_period * $clk_io_pct] -clock clk0 [all_outputs]
==> notes.md <==
Entry: Yosys synthesis followed by OpenROAD place and route.

Die:
- The run puts the number of core rows at 21.
- The die is roughly 80 um wide.
- Pin placement for this block handled 8 I/O pins.
- For this configuration, the core starts out at a cell density of 0.0374.
- The run puts the area of the die at between 6000 and 7000 um2.
- The floorplan step set the die height to about 80 um.
- The run gives the placeable core region as between 3000 and 4000 um2.

Status:
- The run finished, with violations left.
- The final reports fail on setup timing.

Route:
- The run puts the count of inserted antenna diode cells at 0.
- After detailed routing, the number of remaining DRC violations is 0.
- The run gives the average wire per cell in the routed design as between 7 and 8 um.
- The run gives the detailed-route via count as approximately 180.
- The run gives the iteration-0 DRC count of the detailed router as 0.
- The wire length recorded after detailed routing is between 500 and 600 um.
- The run gives the number of iterations in the first detailed-routing pass as 1.
- In this run the remaining antenna-violating nets after routing total 0.
- The run puts the average via count per standard cell at 2.27.

Final timing:
- The run gives the number of max-slew violations in the final report as 0.
- The run gives the minimum hold slack as around 0.16 ns.
- The run gives the highest clock rate as between 0.8 and 0.9 GHz.
- Setup repair after global routing could not meet its margin everywhere.
- The run gives the final tally of hold violations as 0.
- The run gives the slew of the pin with the lowest slew margin as just over 0.2 ns.
- The run puts the number of setup violations in the final report at 3.
- The run puts the minimum setup slack in the final design at -0.106 ns.
- The run gives the relative max-transition margin as 0.865.
- The run gives the clock period minus worst slack as about 1.2 ns.
- The run gives the worst clock skew as around 0.0042 ns.
- Post-route period utilization is reported as 1.10.

Yosys:
- Each instance of the synthesized netlist takes up on average 8.51 um2.
- The synthesized netlist was found by Yosys to have 15 cells.
- The cell type that accounts for the most area after synthesis is dfrtp_1.
- The main area contributors are dfrtp_1, xor2_1, nor3b_2.
- Before any placement, the netlist area is recorded as roughly 130 um2.
- The run gives the number of warnings issued by yosys as 1.
- The run puts the number of distinct library cells after synthesis at 10.
- The run puts the Yosys chip area at roughly 130 um2.
- The share of synthesized area in the top cell type comes to 0.392.
- The run gives the register area share after synthesis as 0.392.
- Per the synth log, the flip-flop and latch total comes to 2.
- The run puts the count of mapped cells out of synthesis at 15.

Finish:
- The run gives the most frequent standard cell in the layout excluding fill and tap cells as buf_6.
- The run puts the area growth from synthesis to final layout at 178%.
- Fill cells in the final layout number ~410.
- The run puts the fraction of layout cells with a size suffix above 1 at 0.594.
- The library cells used most frequently in the layout, excluding fill and tap cells, are buf_6, clkbuf_4, buf_4.
- The largest registers in the layout are out: 2 flops.
- The run gives the flip-flop count of the largest register after layout as 2.
- The register with the most flip-flops in the final layout is out.
- The run gives the share of the core filled with cells in the final layout as 0.104.
- The run puts the number of standard cells in the layout, taps in and fillers out at between 70 and 80.

Setup path:
- The run gives the biggest cell delay along the critical path as about 0.4 ns.
- STA reports a reg2reg setup slack of -0.09 ns.
- The run gives the timing startpoint of the critical path as out[1].
- The run puts the number of buffers and inverters on the critical path at 1.
- The required time at the worst endpoint is listed as 0.88 ns.
- The data arrival time reported for the critical path is between 0.9 and 1 ns.
- STA classifies the critical path startpoint as a flip-flop.
- The worst setup path is captured at an output pin.
- The run gives the depth of the most critical reg-to-reg path as 6.
- The critical path's slowest stage uses the library cell dfrtp_1.
- The run gives the worst-path maximum fanout as 2.
- The run gives the class of the most critical setup path as flip-flop to output pin.
- Among cell families on the critical path, the largest total delay comes from flip-flops.
- The capture point of the worst register-to-register path is recorded as out[1].
- In this run the critical register-to-register path is launched from out[0].
- The cell sequence reported for the critical path is xor2_1 > nor2_1 > buf_2.

GRT:
- After global routing, the most crowded layer is met3.
- The run gives the maximum number of pins on one net before global-route repair as 5.
- Routing resource usage on met1 recorded by global route was 0.0226.
- The run gives the routing usage on met3 as 0.0239.
- The run puts the number of antenna violations at the first check in global routing at 0.
- The run gives the met2 demand-to-capacity share in global routing as 0.0225.
- The number of global-route vias before repair is ~200.
- The run gives the wire length of the first global-routing pass as 938 um.
- The run gives the total routing resource utilization after global routing as 0.0194.
- The run puts the total grt overflow at 0.

Clocking:
- The run puts the number of buffers created by CTS at 3.
- The run puts the source-to-sink clock delay at the later pin of the worst-skew pair at around 0.23 ns.
- Clock tree synthesis found a total of 2 sinks.
- The run gives the buffer cell driving the clock tree root as clkbuf_4.
- The run gives the number of hold buffers added after CTS as 0.
- The longest clock path from root to sink contains 2 buffers.
- TritonCTS built the clock tree.
- The run puts the number of levels the H-tree was split into at 1.
- Clock-pin slew was measured on the worst setup and hold paths at 0.03 ns.

Job:
- The report counts max-capacitance violations totalling 0.
- The tool warning count for the run is 27.

Placement:
- Counting tap cells, the placed design contains a total of just over 70 instances.
- The run puts the final weighted congestion in routability-driven placement at between 0.6 and 0.7.
- STA on the placed design reports a worst setup slack of -0.581 ns.
- The run puts the number of buffers inserted by port buffering at 7.
- According to the dpl log, the detail-placed design has an HPWL of a little under 400 um.

Power and ir drop:
- Dividing total power by cell area gives a power density of ~2400 nW/um2.
- After layout, the design draws a total of around 850 uW.
- The run puts the sequential power share at 0.179.
- The share of total power dissipated in combinational logic is 0.626.
- The script computed the net switching share of total power as 0.323.
- The run puts the net switching power figure at between 200 and 300 uW.
- The run gives the internal power as 574 uW.
- The run gives the leakage dissipation as 0.000145 uW.
- The run puts the worst-case vdd ir drop at between 0.3 and 0.4 mV.
- The power report attributes to the clock group a share of 0.195.

Min path:
- Note that the worst hold path type here is primary input to async pin.
## Yosys cell counts, drive strengths merged
master / count
nor2: 3
a21oi: 2
dfrtp: 2
xor2: 2
a31oi: 1
inv: 1
nand2: 1
nor3: 1
nor3b: 1
o21a: 1
## metrics by stage
step / setup TNS [ns] / instance area [um2]
CTS: -0.201 / 338
detailed placement: -1.08 / 278
global route: -0.524 / 355
global placement: -1.03 / 278
floorplan: 0 / 128
finish: -0.304 / 355
## timing repair
action | 4_1_cts | 5_1_grt
buffers inserted | 4 | 2
pin swaps | 1 | 2
endpoints found under the setup margin | 3 | 5
gates resized | 17 | 7
## final cells by class
cell class	count	area (um2)	share of cell area
inverters	1	3.75	0.0106
multi-input cells	12	95.1	0.268
flip-flops and latches	2	50.0	0.141
well taps	46	57.6	0.162
clock buffers	3	22.5	0.0634
repair buffers	14	126	0.356
## routing by layer
metal,vias up,share of wire
met5,-,0
met4,0,0
met3,0,0.17
met2,7,0.40
met1,85,0.43
li1,85,-
## worst max-delay path by stage
stage	to	slack [ns]	cells after the start
4_1_cts	overflow	-0.13	3
5_1_grt	overflow	-0.18	3
6_report	overflow	-0.11	3
## kinds of logic after synthesis
family,share of synthesized area
simple gates,0.255
compound gates,0.186
xor+xnor,0.137
flops,0.392
buf+inv,0.0294
## power groups by stage
stage	Clock (uW)	Combinational, uW	Sequential (uW)
final	165	531	152
after global routing	186	589	155
after CTS	172	491	152
Power is estimated from default activity; no workload was simulated.
