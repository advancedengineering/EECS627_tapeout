### flow/run.sh
#!/bin/bash
# OpenROAD 26Q1-2900-gdf79404cd8, Yosys 0.63+post, stock flow scripts
make -C /OpenROAD-flow-scripts/flow DESIGN_CONFIG=/design/flow/config.mk WORK_HOME=/design/flow/orfs finish
### flow/config.mk
export PLATFORM = sky130hd
export DESIGN_NAME = counter
export DESIGN_NICKNAME = counter
export VERILOG_FILES = /design/flow/design.v
export SDC_FILE = /design/flow/constraint.sdc
export NUM_CORES = 4
export LEC_CHECK = 1
export CORE_AREA = 10 10 70 70
export DIE_AREA = 0 0 80 80
### flow/constraint.sdc
current_design counter

set clk_period 2.8
set clk_io_pct 0.2

create_clock -name clk0 -period $clk_period [get_ports {clk}]

set non_clock_inputs [all_inputs -no_clocks]
set_input_delay [expr $clk_period * $clk_io_pct] -clock clk0 $non_clock_inputs
set_output_delay [expr $clk_period * $clk_io_pct] -clock clk0 [all_outputs]
### flow/design.v
module counter
#(
    parameter BIT_WIDTH=5
)
(
    input clk,
    input rstn,
    input inc,
    input [BIT_WIDTH-1:0] max_count,
    output overflow,
    output logic [BIT_WIDTH-1:0] out
);
always_ff @(posedge clk or negedge rstn) begin
    if(!rstn)
        out <= 0;
    else begin
        if ((inc&&overflow) ) out<=0;
	    else if (inc) out<=out+1;
	    else out <= out;
    end
end
assign overflow=(max_count==out);
endmodule
==> results.txt <==
Psw = 0.000143 W
Unique cell types = 19
RR Startpoint = out[0]$_DFFE_PN0P_
Critical path endpoint category = output port
H-tree levels = 1
DRT Pass-1 Iters = 2
Comb power frac = 43.7%
Simple-Gate Fraction of Synth Area = 22.3%
GR Overflow Total = 0
Max-area cell share = 38.5%
First-pass GRT wire length = 1440 µm
Drt initial violations = 7
Sequential element share of the synthesized area = 38.5%
Min-Delay Path Class = in2async
Vias in the first global route = 308
Post-DRT Antenna Nets = 0
Yosys warns = 1
Tool warnings = 25
Placed Instances = 90
Max cap viols = 0
Setup bufs post-CTS = 0
FA/HA/MAJ Cells, Area Fraction = 3.85%
Post-synth ARST share = 100%
R2R Path End = out[4]$_DFFE_PN0P_
Post_cts resized = 0
Chip Area, Yosys = 325 µm²
Die Span Y = 80 µm
Design area = 542 µm²
# fillers = 391
Synth logic family = simple AND/OR/NAND/NOR gates
Seq. cell area = 125 µm²
Clock sinks = 5
Setup violators final = 0
Tot Pwr = 0.000421 W
Top reg by flops = out
Commonest flop = dfrtp_1
Port Buffer Count = 13
Synth flops = 5
Post-Synthesis Cells = 31
Mux share = 3.08%
Top cells by count = 5 x dfrtp_1, 4 x xnor2_1
CP required = 2.24 ns
GRT Overall Usage = 2.94%
Worst-path clk slew = 0.05 ns
Worst Reg2Reg Path Length in Cells = 5
Total Wirelength = 941 µm
Biggest registers after layout = out x5
# hold bufs at CTS = 0
Layout cells sized above 1 = 20.8%
Clock share of power = 19.8%
CTS root buf = clkbuf_4
Final non-filler cell total = 94
Post-route setup TNS = 0 ns
Placed inst area = 515 µm²
Via density = 3.15
Worst rel slew slack = 80.6%
Antenna violations before repair = 0
Crit-path max FO = 2
Largest area contributor in the netlist = dfrtp_1
Logic area = 191 µm²
Die X = 80 µm
Total number of vias = 296
Power Internal = 0.000278 W
Kind of critical path = in2out
Ant diodes = 0
Clock buffer depth = 2
Largest net degree at the start of global routing = 10
Setup crit start kind = input port
Reg2reg setup slack = 1.48 ns
Maximum VDD drop = 0.107 mV
Tcrit/Tclk final = 91.1%
CTS Buf Count = 3
Post-synth EDFFs = 0
Io pins = 14
FP Rows = 21
Core area = 3420 µm²
RSZ-0062 raised after global routing = no
Max Clk Rate = 392 MHz
Crit path DAT = 1.99 ns
Fin. max-slew vios = 0
Top cells by area = dfrtp_1 38%, xnor2_1 11%, nor3_2 6.2%
Post-synthesis cell area = 325 µm²
Area growth from synthesis to layout = 66.5%
Measured slew at the worst slew-check pin = 0.290 ns
Gpl congestion = 0.696
Die Size = 6400 µm²
Max reg flops = 5
XORs/XNORs by Area = 16.2%
Clk_skew = 0.00496 ns
CTS tree = built
Final hold vios = 0
DRC Markers = 0
Yosys top cell by instances = dfrtp_1
Initial Utilization = 9.52%
Wire length per cell = 10.0 µm
Leakage Power = 0.204 nW
Outcome = finished, final reports clean
Yosys cell count = 31
Yosys aoi share = 13.5%
Sw Share = 34.0%
Post-route minimum period = 2.55 ns
Mean area per synthesized cell = 10.5 µm²
Clk latency late pin = 0.24 ns
Sequential power share = 36.6%
Pwr dens = 778 nW/µm²
-- placed cells by master, fill, tap and decap left out, drive strengths merged --
| master | n |
|---|---|
| clkdlybuf4s50 | 13 |
| dfrtp | 5 |
| xnor2 | 4 |
| clkbuf | 4 |
| nor3 | 3 |
| nand4 | 3 |
| xor2 | 2 |
| nor2 | 2 |
| nand2 | 2 |
| inv | 1 |
| o2bb2ai | 1 |
| o21ai | 1 |
| mux2i | 1 |
| and3 | 1 |
| a21oi | 1 |
| o211ai | 1 |
| o31ai | 1 |
| ha | 1 |
| buf | 1 |
-- area by class of cell --
type,count,share of cell area (%)
Tap cell,46,10.6
Timing Repair Buffer,14,25.4
Inverter,1,0.693
Multi-Input combinational cell,24,35.3
Sequential cell,5,23.1
Clock buffer,4,4.85
-- worst max path at each step --
| stage | start | cells after the start | to |
|---|---|---|---|
| 4_1_cts | max_count[0] | 5 | overflow |
| 5_1_grt | max_count[0] | 5 | overflow |
| 6_report | max_count[0] | 5 | overflow |
-- cell families after synthesis --
| family | Yosys count |
|---|---|
| buf+inv | 2 |
| fa+ha+maj | 1 |
| simple gates | 11 |
| compound gates | 5 |
| mux | 1 |
| xor+xnor | 6 |
| flops | 5 |
-- routing by layer --
metal	track usage [%]	vias up	part of all wire (%)
li1	-	148	-
met1	2.74	142	35
met2	5.06	6	55
met3	2.05	0	9.9
met4	0.880	0	0
met5	0	-	0
-- critical path, cell delays in order --
cell and delay, ns:
clkdlybuf4s50_1 0.42, xnor2_1 0.19, nand4_2 0.14, nor2_1 0.18, clkdlybuf4s50_1 0.50
-- power by group through the flow --
stage / Combinational [W] / Clock (W) / Sequential [W]
after CTS: 0.000190 / 0.0000894 / 0.000157
after global routing: 0.000204 / 0.0000941 / 0.000164
final: 0.000184 / 0.0000832 / 0.000154
-- per-stage QoR --
stage | hold slack, ns | util [%] | worst slack, ns
finish | 0.546 | 15.9 | 0.250
global route | 0.547 | 15.9 | 0.165
CTS | 0.542 | 15.9 | 0.215
global placement | 0.548 | 15.1 | 0.239
floorplan | 0.264 | - | 1.24
detailed placement | 0.559 | 15.1 | 0.224
Power is estimated from default activity; no workload was simulated.
