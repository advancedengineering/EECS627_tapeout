==> ./design.v <==
module pooling #(parameter SA_NUM = 3,
                 parameter SA_OUTPUT_WIDTH = 14)
(
    input clk,
    input reset,
    input out_model, 
    input pool_enable,
    input Sx, Sy,
    input [SA_OUTPUT_WIDTH -1 : 0] input_from_SA ,
    output logic [SA_OUTPUT_WIDTH -1:0] max_out 
);
logic [SA_OUTPUT_WIDTH -1:0] curr_max;
logic [1:0] counter;
assign max_out = (counter == 3) ? curr_max : '0;
always_ff @(posedge clk) begin
    if(pool_enable) begin
        if(out_model)begin  
            curr_max <= (Sx == 1) ? (($signed(curr_max) > $signed(input_from_SA)) ?  curr_max : input_from_SA ) :
                                    ((curr_max > input_from_SA) ? curr_max : input_from_SA);
        end
        else begin  
            curr_max[13:7] <= (Sx == 1) ? (($signed(curr_max[13:7]) > $signed(input_from_SA[13:7])) ? curr_max[13:7] : input_from_SA[13:7]) : 
                                         ((curr_max[13:7] > input_from_SA[13:7]) ? curr_max[13:7] : input_from_SA[13:7]);
            curr_max[6:0] <= (Sx == 1) ? (($signed(curr_max[6:0]) > $signed(input_from_SA[6:0])) ? curr_max[6:0] : input_from_SA[6:0]):
                                          ((curr_max[6:0] > input_from_SA[6:0]) ? curr_max[6:0] : input_from_SA[6:0])  ;
        end
        counter <= counter + '1;
    end
    else begin
        counter <= '0;
        curr_max <= '0;
    end
end
endmodule
==> ./run.sh <==
#!/bin/bash
# OpenROAD 26Q1-2900-gdf79404cd8, Yosys 0.63+post, stock flow scripts
make -C /OpenROAD-flow-scripts/flow DESIGN_CONFIG=/design/flow/config.mk WORK_HOME=/design/flow/orfs finish
==> ./config.mk <==
export PLATFORM = sky130hd
export DESIGN_NAME = pooling
export DESIGN_NICKNAME = pooling
export VERILOG_FILES = /design/flow/design.v
export SDC_FILE = /design/flow/constraint.sdc
export NUM_CORES = 4
export LEC_CHECK = 1
export CORE_AREA = 10 10 114 114
export DIE_AREA = 0 0 124 124
==> ./constraint.sdc <==
current_design pooling

set clk_period 3.3
set clk_io_pct 0.2

create_clock -name clk0 -period $clk_period [get_ports {clk}]

set non_clock_inputs [all_inputs -no_clocks]
set_input_delay [expr $clk_period * $clk_io_pct] -clock clk0 $non_clock_inputs
set_output_delay [expr $clk_period * $clk_io_pct] -clock clk0 [all_outputs]
==> COMMIT_EDITMSG <==
Store results of the implementation flow

- STA shows the worst min-delay path finishing at counter[0]$_SDFF_PN0_.
- Endpoint arrival time on the critical path: 2.99 ns
- For the worst-skew pair, the clock arrives at the later sink with an insertion delay of around 0.25 ns.
- The report puts the cell count of the worst reg-to-reg path at 9.
- Vias in the first global route: 1045
- Total clock buffers created by CTS: 3
- Setup total negative slack: 0 ns
* Sequential element share of the synthesized area: 26.4%
- Final routed wire length divided by cell count: 10.2 µm
* Count of input and output buffers: 31
- Worst Hold Depth: 1
* Pin count of the biggest net entering global routing: 31
* Destination of the worst register-to-register timing path: curr_max[6]$_SDFFE_PN0P_
* Beginning of the critical path: input_from_SA[13]
* Mapped cell area: 1210 µm²
- PostCTS Resize Cnt: 0
- Data required time of the critical path: around 3.5 ns
- A synthesized cell averages 8.38 µm².
- Chip area: 15400 µm²
- Once detail routing completed, the nets flagged for antenna violations numbered 0.
* Setup crit end kind: flop
- Peak supply drop: 0.115 mV
- Number of sinks driven by the clock tree: 16
- The first detailed-routing pass ran for 3 iterations.
- Detailed-route iteration 0 reported a violation count of 22.
* CTS tree: yes
- The final timing report lists clock skew as 0.00389 ns.
- Gr usage total: 4.12%
- The final hold violation count recorded for this run is 0.
- List of cells traversed by the critical path: clkdlybuf4s50_1 -> inv_1 -> ha_1 -> nand4_1 -> or2_1 -> o21bai_1 -> a41oi_2 -> xnor2_1 -> o22a_1 -> buf_12 -> mux2i_1
- The routed design ends up with an antenna cell count of 0.
- YS chip area: 1210 µm²
* Number of antenna violations at the first check in global routing: 0
- After synthesis the netlist holds a flip-flop and latch count of 16.
- Sum of net half-perimeters after detailed placement: 2680 µm
- CTS root buf: clkbuf_8
- The routed layout has 1010 vias.
- Synthesis warning total: 1
- Area leader share: between 20% and 30%
- Looking at the max-slew report, the worst-margin pin has a slew of 0.389 ns.
- From synthesis to final layout, the design area changed by 41.6%.
* Min cycle time layout: 2.82 ns
- Crit Path Class: input port to flop
- Hold Crit Class: flop to flop
- Counting only logic cells after layout, the most numerous master is nand2_1.
- Number of warning messages in the logs: 28
- In the Yosys report the total cell count is 145.
* Worst-case clock buffer depth: 2
- Number of top-level pins: 34
* Setup slack, reg-to-reg: between 1 and 1.5 ns
- Top area cell types: dfxtp_1, ha_1, mux2i_1, nand2_1, and2_1
- Area inside the core boundary: 10400 µm²
- Per the timing report, the most critical flop-to-flop path originates at curr_max[13]$_SDFFE_PN0P_.
- Leakage dissipation: about 0.00077 µW
- The floorplan has 37 rows.
- The initial utilization of the core area, before any placement, comes to 11.7%.
- Top cell type by total area after synthesis: dfxtp_1
- Remaining DRCs: 0
- Dividing the final minimum period by the clock period gives between 80% and 90%.
- Clock-pin slew of the registers on the worst-case setup and hold paths: 0.07 ns
- Minimum setup slack after placement: around 0.18 ns
- Tally of filler cells in the layout: around 1100
- The launch point of the worst min-delay path is recorded as counter[0]$_SDFF_PN0_.
* Die W: 124 µm
* Largest fanout on the critical path: 7
- Fmax: 355 MHz
- For reference, the final report shows the max-slew violation count at 0.
* Post-detailed-route via-to-cell ratio: approximately 3.2
- Ratio of cells with drive above 1 in the final layout: about 6.8%
* Total wire length: 3190 µm
* Global placement routability congestion: 0.852
- The slowest stage of the critical path is the clkdlybuf4s50_1 cell.
- The worst path meets setup with 0.483 ns of slack.
* Most frequent logic cells in the routed design: nand2_1, clkdlybuf4s50_1, inv_1, ha_1, dfxtp_1
- Distinct cell type count of the synthesized netlist: 30
* Maximum level of the CTS H-tree: 1
* Number of hold buffers added after CTS: 0
- The first global-routing pass estimated 5090 µm of wire.
* Critical Path Start Type: input port
* RSZ-0062 raised after global routing: false
- Final setup violation count: 0
* Run status: finished clean
* Max-capacitance violation count: 0
- Gate count after technology mapping: 145
- Vertical die dimension: 124 µm
- Grt ovf: 0
* Power per cell area: 377 nW/µm²
- In this run the post-CTS setup repair buffer count came out at 0.
- Maximum single-stage delay on the critical path: 0.50 ns
- Measured against its own limit, the worst slew margin works out to 74.1%.
==> cells by family (layout without fill, tap and decap cells) <==
| logic type | count (synthesis) | count (layout) | synth area share (%) |
|---|---|---|---|
| buffers and inverters | 22 | 54 | 10.3 |
| multiplexers | 14 | 14 | 11.5 |
| flip-flops | 16 | 16 | 26.4 |
| adder cells (fa/ha/maj) | 16 | 16 | 16.5 |
| XOR/XNOR | 1 | 1 | 0.721 |
| AND-OR/OR-AND | 19 | 19 | 11.8 |
| AND/OR/NAND/NOR | 57 | 57 | 22.8 |
==> where the power goes <==
group	switching, µW	leakage, µW	internal (µW)	total, µW
clock	72.2	0.0000288	106	178
combinational	107	0.000605	123	230
sequential	19.7	0.000133	222	242
==> layout make-up <==
type / count / area, µm² / area share, %
multi-input combinational: 107 / 769 / 44.7
timing repair buffer: 34 / 345 / 20.1
sequential: 16 / 320 / 18.6
tap: 136 / 170 / 9.89
inverter: 16 / 60.1 / 3.49
clock buffer: 4 / 55.1 / 3.20
==> synth_stat cells (all sizes together) <==
master,number
nand2,32
dfxtp,16
ha,16
inv,16
and2,14
mux2i,14
a21oi,6
buf,3
clkbuf,3
nor2b,3
o21ai,3
a31oi,2
nand3,2
nand4,2
o221ai,2
a211oi,1
a21o,1
a41oi,1
and4,1
nor2,1
o21a,1
o21bai,1
o22a,1
or2,1
or2b,1
xnor2,1
==> worst max path at each step <==
stage | to | slack (ns) | cells past startpoint
global route | curr_max[6]$_SDFFE_PN0P_ | 0.35 | 11
finish | curr_max[6]$_SDFFE_PN0P_ | 0.48 | 11
CTS | curr_max[6]$_SDFFE_PN0P_ | 0.45 | 11
==> per-layer routing <==
| layer | part of all wire, % | vias up | GRT usage (%) |
|---|---|---|---|
| met4 | 1.7 | 0 | 0.791 |
| met3 | 4.1 | 2 | 1.10 |
| li1 | - | 547 | - |
| met1 | 43 | 449 | 4.87 |
| met5 | 0 | - | 0 |
| met2 | 51 | 12 | 7.35 |
==> through the flow <==
| step | total power, µW | hold WS [ns] | std cells | cell area (µm²) | util (%) |
|---|---|---|---|---|---|
| after floorplan | 407 | 0.398 | 145 | 1210 | - |
| after global placement | 475 | 0.408 | 309 | 1670 | 16.0 |
| after detailed placement | 480 | 0.414 | 309 | 1670 | 16.0 |
| after CTS | 660 | 0.425 | 313 | 1720 | 16.5 |
| after global routing | 693 | 0.450 | 313 | 1720 | 16.5 |
| final | 649 | 0.421 | 313 | 1720 | 16.5 |
==> critical path: cells and delay by family <==
kind / cells / cell delay, ns
fa+ha+maj: 1 / 0.34
compound gates: 3 / 0.44
simple gates: 2 / 0.46
mux: 1 / 0.18
xor+xnor: 1 / 0.22
buf+inv: 3 / 0.69
==> state kept, by name, indices dropped and copies added, names as in the netlist <==
name and cells:
counter 2, curr_max 14
No activity file was given, so power comes from the tool's default toggle rates.
